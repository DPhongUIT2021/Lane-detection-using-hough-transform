===== design.v =====
module block_find_max(clk, reset, r_int, phi_int, cnt_int, ctrl, M1_phi, M1_r, M2_phi, M2_r, cnt_tmp);
				parameter msb_M = 35, msb_phi = 7, msb_r = 11, msb_cnt = 15, msb_ctrl = 16, msb_compa = 19;
				input[msb_phi:0] phi_int;
				input[msb_cnt:0] cnt_int, cnt_tmp;
				input[msb_r:0] r_int;
				input[msb_ctrl:0] ctrl;
				input clk, reset;
				output[msb_phi:0] M1_phi, M2_phi;
				output[msb_r:0] M1_r, M2_r;
				reg[msb_M:0] M1, M2, Tmp;
				reg eq_M1;
				wire[msb_M:0] in_M2, M3, M4, in_M1;
				wire wM1, wM2, wTmp;
				wire[1:0] wM1_ex, wM2_ex;
				wire[2:0] sA;
				wire[1:0] sM2;
				wire[1:0] sM1;
				wire[3:0] sB;
				wire[msb_compa:0] in_a, in_b;
				wire gt, lt;
				wire[msb_r:0] M1_r, M2_r;
				wire[msb_phi:0] M1_phi, M2_phi;
				wire[msb_cnt:0] M1_cnt, M2_cnt;
				wire wEq_M1;
				comparator20 c20(.a(in_a), .b(in_b), .gt(gt), .lt(lt));
				assign in_a[msb_compa:0] = (sA[2]) ? {r_int, phi_int} : (sA[1]) ? {{msb_compa-msb_cnt{1'b0}}, cnt_int} 
				: (sA[0]) ? {{msb_compa-msb_cnt{1'b0}}, M1_cnt} : {msb_compa+1{1'bz}};
				assign in_b[msb_compa:0] = (sB[3]) ? {M1_r, M1_phi} : (sB[2]) ?  {{msb_compa-msb_cnt{1'b0}}, M1_cnt} 
				: (sB[1]) ? {M2_r, M2_phi} : (sB[0]) ? {{msb_compa-msb_cnt{1'b0}}, M2_cnt} : {msb_compa+1{1'bz}};
				assign in_M2[msb_M:0] = (sM2[1]) ? M3 : (sM2[0]) ? Tmp : {msb_M+1{1'bz}};
				assign in_M1[msb_M:0] = (sM1[1]) ? M4 : (sM1[0]) ? M2 : {msb_M+1{1'bz}};
				assign M1_cnt[msb_cnt:0] = M1[msb_cnt:0];
				assign M1_phi[msb_phi:0] = M1[msb_cnt+1+msb_phi:msb_cnt+1];
				assign M1_r[msb_r:0] = M1[msb_M:msb_cnt+1+msb_phi+1];
				assign M2_cnt[msb_cnt:0] = M2[msb_cnt:0];
				assign M2_phi[msb_phi:0] = M2[msb_cnt+1+msb_phi:msb_cnt+1];
				assign M2_r[msb_r:0] = M2[msb_M:msb_cnt+1+msb_phi+1];
				assign M3[msb_M:0] = {r_int, phi_int, cnt_int};
				assign M4[msb_M:0] = {r_int, phi_int, cnt_tmp};
				assign wM1 = (~wM1_ex[1] & ~wM1_ex[0] & ~lt & ~gt) | (wM1_ex[1] & wM1_ex[0] & lt & ~gt);
				assign wM2 = (~wM2_ex[1] & wM2_ex[0] & ~lt & ~gt & ~eq_M1) | (wM2_ex[1] & ~wM2_ex[0] & ~lt & gt & ~eq_M1) 
										| (wM2_ex[1] & wM2_ex[0] & lt & ~gt);
				assign {sA[2:0], sB[3:0], sM1[1:0], sM2[1:0], wM1_ex[1:0], wM2_ex[1:0], wTmp, wEq_M1} = ctrl[msb_ctrl:0];
				always @(posedge clk) begin
						if(reset) begin
								M1 <= 0;
								M2 <= 0;
						end
						else begin
								if(wM1) M1 <= in_M1;
								if(wM2) M2 <= in_M2;
								if(wTmp) Tmp <= M1;
								if(wEq_M1) eq_M1 = (~gt & ~lt);
						end
				end
endmodule
module comparator16(a, b, gt, lt);
		parameter msb = 15;
		input[msb:0] a, b;
		output gt, lt;
		wire gt0, lt0, gt1, lt1;
		comparator8 c0(.a(a[msb:msb/2+1]), .b(b[msb:msb/2+1]), .gt(gt0), .lt(lt0));
		comparator8 c1(.a(a[msb/2:0]), .b(b[msb/2:0]), .gt(gt1), .lt(lt1));
		comparator2 c2(.a({gt0, gt1}), .b({lt0, lt1}), .gt(gt), .lt(lt));
endmodule
module comparator2(a, b, gt, lt);
		parameter msb = 1;
		input[msb:0] a, b;
		output gt, lt;
		wire a0, a1, b0, b1;
		assign a0 = a[0];
		assign a1 = a[1];
		assign b0 = b[0];
		assign b1 = b[1];
		assign gt = (a1 & ~b1) | (a0 & ~b1 & ~b0) | (a1 & a0 & ~b0);
		assign lt = (b1 & ~a1) | (~a1 & ~a0 & b0) | (~a0 & b1 & b0);
endmodule
module comparator20(a, b, gt, lt);
		parameter msb = 19;
		input[msb:0] a, b;
		output gt, lt;
		wire gt0, lt0, gt1, lt1;
		comparator4 c0(.a(a[msb:msb-4+1]), .b(b[msb:msb-4+1]), .gt(gt0), .lt(lt0));
		comparator16 c1(.a(a[msb-4:0]), .b(b[msb-4:0]), .gt(gt1), .lt(lt1));
		comparator2 c2(.a({gt0, gt1}), .b({lt0, lt1}), .gt(gt), .lt(lt));
endmodule
module comparator4(a, b, gt, lt);
		parameter msb = 3;
		input[msb:0] a, b;
		output gt, lt;
		wire gt0, lt0, gt1, lt1;
		comparator2 c0(.a(a[msb:msb/2+1]), .b(b[msb:msb/2+1]), .gt(gt0), .lt(lt0));
		comparator2 c1(.a(a[msb/2:0]), .b(b[msb/2:0]), .gt(gt1), .lt(lt1));
		comparator2 c2(.a({gt0, gt1}), .b({lt0, lt1}), .gt(gt), .lt(lt));
endmodule
module comparator8(a, b, gt, lt);
		parameter msb = 7;
		input[msb:0] a, b;
		output gt, lt;
		wire gt0, lt0, gt1, lt1;
		comparator4 c0(.a(a[msb:msb/2+1]), .b(b[msb:msb/2+1]), .gt(gt0), .lt(lt0));
		comparator4 c1(.a(a[msb/2:0]), .b(b[msb/2:0]), .gt(gt1), .lt(lt1));
		comparator2 c2(.a({gt0, gt1}), .b({lt0, lt1}), .gt(gt), .lt(lt));
endmodule

===== run.sh =====
#!/bin/bash
# OpenROAD 26Q1-2900-gdf79404cd8, Yosys 0.63+post, stock flow scripts
make -C /OpenROAD-flow-scripts/flow DESIGN_CONFIG=/design/flow/config.mk WORK_HOME=/design/flow/orfs finish

===== config.mk =====
export PLATFORM = sky130hd
export DESIGN_NAME = block_find_max
export DESIGN_NICKNAME = block_find_max
export VERILOG_FILES = /design/flow/design.v
export SDC_FILE = /design/flow/constraint.sdc
export NUM_CORES = 4
export LEC_CHECK = 1
export CORE_UTILIZATION = 40

===== constraint.sdc =====
current_design block_find_max

set clk_period 12.4
set clk_io_pct 0.2

create_clock -name clk0 -period $clk_period [get_ports {clk}]

set non_clock_inputs [all_inputs -no_clocks]
set_input_delay [expr $clk_period * $clk_io_pct] -clock clk0 $non_clock_inputs
set_output_delay [expr $clk_period * $clk_io_pct] -clock clk0 [all_outputs]

==> out/summary.txt <==
peak fanout along the critical path -> 39
RSZ-0062 raised after global routing -> false
vias in the first global route -> 4603
end of the worst register-to-register path -> M2[12]$_SDFFE_PP0P_
CP Class -> input pin to flop
Registers, synthesis -> 109
drc violations -> 0
hold endpoint -> Tmp[25]$_DFFE_PP_
insertion delay to the later sink of the worst-skew pair -> 350 ps
EDFF count, synth -> 37
most used logic cell in the final layout -> clkdlybuf4s50_1
Unique masters post-synth -> 51
Synth Seq Share -> 40.7%
post-route ant nets -> 0
setup TNS -> 0 ps
final setup violation count -> 0
FP Rows -> 45
pin count of the biggest net entering global routing -> 73
port bufs -> 106
Synth Flop Type -> dfxtp_1
I/O pin count -> 111
hold_sp -> M1[25]$_SDFFE_PP0P_
class of the worst hold path -> flop to flop
core area -> 15300 µm²
CTS buffer count -> 9
Synthesis Warnings -> 5
cycle use final -> 52.9%
Max Fclk -> 152 MHz
ys async rst share -> 0%
max_slew headroom -> 51.1%
Syn-to-layout area delta -> 19.5%
Initial DRC Count -> 272
synthesis area per yosys -> 6270 µm²
die width -> 127 µm
reg2reg setup slack -> 8460 ps
Worst Hold Depth -> 0
# Cells Yosys -> 627
Tool Warnings -> 29
DR vias/cell -> 5.76
Syn Area/Cell -> 10.0 µm²
share of layout cells above drive strength 1 -> 11.3%
R2R cell count -> 12
first-pass GRT wire length -> 26.8 mm
slew of the pin with the lowest slew margin -> 734 ps
clock root buffer -> clkbuf_16
most frequent cells in the layout -> clkdlybuf4s50_1 (104), mux2i_1 (96), dfxtp_1 (72)
final core utilization -> 49.1%
Post-Syn Instances -> 627
mapped cell area -> 6270 µm²
hold slack -> 462 ps
reported max-cap violation count -> 0
Post-DP Area -> 7170 µm²
Setup Skew -> 8.55 ps
Die Y -> 127 µm
final slew viol count -> 0
dpl hpwl -> 11.4 mm
Critical Path Start Type -> input pin
Pre-Place Util -> 41.1%
initial antenna violation count -> 0
run status -> finished, final reports clean
hold buffer count at cts -> 0
antenna cell count -> 0
final count of hold timing violations -> 0
wire per inst -> 19.7 µm
htree depth -> 3
Critical Path Start -> ctrl[13]
met2 wire length -> 7.28 mm
deepest clock path buffer count -> 2
DR top layer -> met4
WL met3 -> 1.28 mm
PD cells -> 126 nW/µm²
TritonCTS clock tree -> done
Worst-path clk slew -> 70 ps
final wirelength -> 17.4 mm
via count -> 5083
P_leak -> 0.00279 µW
Synth area leader -> dfxtp_1
reg-to-reg startpoint -> M1[5]$_SDFFE_PP0P_
RePlAce Congestion -> 0.906
setup bufs post-CTS -> 0
Design Area, Final -> 7490 µm²
DRT met1 WL -> 8.64 mm
CTS resizes -> 0
GRT overflow -> 0
Chip Footprint -> 16200 µm²
critical path arrival -> 6780 ps
clock sink count -> 109
worst IR drop on VDD -> 0.0000599 V
GRT Total Usage -> 22.3%
CP required -> 12620 ps
Worst Setup End Kind -> flop
drt first pass iters -> 4
Synth top area share -> 23.0%
fin crit period -> 6560 ps
Top area cell types -> dfxtp_1 (23%), edfxtp_1 (18%), mux2i_1 (15%), buf_4 (5.4%), o41ai_1 (5.0%)
## sequential cells by signal, indices dropped and copies added (netlist names)
register  count
eq_M1         1
M2           36
M1           36
Tmp          36
## metal layers
metal / GRT usage, % / vias to the layer above
li1: - / 2461
met1: 36.6 / 2428
met2: 31.5 / 180
met3: 5.55 / 14
met4: 2.59 / 0
met5: 0 / -
## per-stage QoR
step | instances | total power, µW | worst slack (ps)
floorplan | 627 | 565 | 6850
global placement | 867 | 633 | 5620
detailed placement | 867 | 638 | 5580
CTS | 883 | 949 | 5920
global route | 883 | 985 | 5620
finish | 883 | 945 | 5840
## layout make-up
type                       instances  area (µm²)
fill                            1344        7760
multi-input combinational        413        3150
sequential                       109        2550
timing repair buffer             121        1160
tap                              211         264
clock buffer                      13         250
clock inverter                     3        68.8
inverter                          13        48.8
## synthesized netlist by cell type (2+ instances only)
cell type   n
mux2i_1    96
dfxtp_1    72
a21oi_1    46
buf_4      45
edfxtp_1   37
o41ai_1    36
nor3_1     30
clkbuf_1   28
a31o_2     27
nand2_1    24
a211oi_1   22
nor2_1     16
nor2b_1    15
buf_2      14
o21ai_0    14
inv_1      12
a221oi_1   11
mux2_2     11
nor3b_1     9
maj3_1      6
nand3_1     5
and2_1      4
a211o_1     3
a21o_1      3
buf_1       3
nor4bb_1    3
o21bai_1    3
o31ai_1     3
a31oi_1     2
buf_6       2
o2111ai_1   2
o211ai_1    2
o22ai_1     2
or3_1       2
## cell families (layout without fill, tap and decap cells)
group	after synthesis	in the layout	share of synthesized area, %
AOI/OAI and AO/OA	184	184	21.5
muxes	107	107	17.3
adders and majority gates	6	6	0.958
buffers and inverters	105	150	9.50
DFF	109	109	40.7
and+or+nand+nor	116	116	10.0
## worst max-delay path by stage
stage / to / slack [ps] / cells past startpoint
final: M2[12]$_SDFFE_PP0P_ / 5840 / 14
after global routing: M1[20]$_SDFFE_PP0P_ / 5620 / 14
after CTS: M2[12]$_SDFFE_PP0P_ / 5920 / 14
## critical path, cell delays in order
cell and delay (ps):
clkdlybuf4s50_1 390, buf_4 270, nor2_2 400, a221oi_1 150
o211a_1 260, o31a_1 270, maj3_1 360, o21bai_1 190
a21o_1 200, a211o_1 360, a2111oi_4 360, or3_1 530
buf_4 420, a21oi_1 120
## where the power goes
group          switching [µW]  total [µW]  internal (µW)
clock                     129         313            183
sequential               28.4         427            399
combinational             102         205            103
total                     259         945            685
Power is estimated from default activity; no workload was simulated.
