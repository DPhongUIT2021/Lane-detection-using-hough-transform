==> flow/design.v <==
module controller(ctrl_preO, ctrl_memoO, ctrl_maxO, ctrl_postO, ctrl_queueO, inc_address, reset, clk
			, reset_memo, reset_pre, reset_max, reset_post, reset_canny, reset_queue
			, eq_179, end_point, j_gt_1000, state, queue_empty, end_post);
			parameter msb_ctrl_pre = 29, msb_ctrl_memo = 12, msb_ctrl_max = 16, msb_ctrl_post = 10, msb_ctrl_queue = 3
			, S0 = 5'h00, S1 = 5'h01, S2 = 5'h02, S3 = 5'h03, S4 = 4'h04, S5 = 5'h05, S6 = 5'h06, S7 = 5'h07, S8 = 5'h08
			, S9 = 5'h09, S10 = 5'h0A, S11 = 5'h0B, S12 = 5'h0C, S13 = 5'h0D, S14 = 5'h0E, S15 = 5'h0F, S16 = 5'h10
			, S_Reset = 5'h1F;
			input clk, reset;
			input eq_179, end_point;
			input j_gt_1000, queue_empty;
		   output[msb_ctrl_memo:0] ctrl_memoO;
			output[msb_ctrl_pre:0] ctrl_preO;
			output[msb_ctrl_max:0] ctrl_maxO;
			output[msb_ctrl_post:0] ctrl_postO;
			output[msb_ctrl_queue:0] ctrl_queueO;
			output inc_address, end_post;
			output reset_memo, reset_pre, reset_max, reset_post, reset_canny, reset_queue;
			output[4:0] state;
			reg[4:0] state, next_state;
			reg we_memo_post;
			reg end_post;
			wire[msb_ctrl_memo:0] ctrl_memo[2:5];
			wire[msb_ctrl_memo:0] ctrl_memo_post_S14;
			wire[msb_ctrl_pre:0] ctrl_pre[0:3];
			wire[msb_ctrl_pre:0] ctrl_pre_post[8:14];
			wire[msb_ctrl_max:0] ctrl_max[4:7];
			wire[msb_ctrl_post-1:0] ctrl_post[8:14];
			wire[msb_ctrl_queue:0] ctrl_queue[8:16];
			wire post_switch;
			assign ctrl_memo[2] = 13'b1000_1000_1000_0;
			assign ctrl_memo[3] = 13'b0100_0100_0100_0;
			assign ctrl_memo[4] = 13'b0010_0010_0010_0;
			assign ctrl_memo[5] = 13'b0000_0000_0001_0;
			assign ctrl_memo_post_S14 = 13'b0001_0001_0000_1;
			assign ctrl_max[4] = 17'b100_1000_10_00_00_00_0_1;
			assign ctrl_max[5] = 17'b100_0010_00_10_01_01_0_0;
			assign ctrl_max[6] = 17'b010_0001_00_10_10_10_1_0;
			assign ctrl_max[7] = 17'b001_0001_01_01_11_11_0_0;
			assign ctrl_pre[0] = 30'b1000000_0001000_10000_1000_010_100_0;
			assign ctrl_pre[1] = 30'b0100000_0010000_10000_1000_001_100_0;
			assign ctrl_pre[2] = 30'b0010000_0100000_01000_0100_000_100_0; 
			assign ctrl_pre[3] = 30'b0001000_1000000_00100_1000_100_000_0;
			assign ctrl_pre_post[8]  = 30'b0000100_0000100_10000_0010_100_100_1;
			assign ctrl_pre_post[9]  = 30'b0010000_0001000_10000_1000_010_100_0;
			assign ctrl_pre_post[10] = 30'b0010000_0010000_10000_1000_001_100_0;
			assign ctrl_pre_post[11] = 30'b0000010_0000010_00000_0000_010_000_0;
			assign ctrl_pre_post[12] = 30'b0000010_0000001_00000_0000_001_000_0;
			assign ctrl_pre_post[13] = 30'b0000001_0000001_00010_0001_000_010_0;
			assign ctrl_pre_post[14] = 30'b0000001_0000010_00001_0001_000_001_0;	
			assign ctrl_post[8]  = 10'b100_00_000_00;
			assign ctrl_post[9]  = 10'b000_00_000_00;
			assign ctrl_post[10] = 10'b010_00_000_00;
			assign ctrl_post[11] = 10'b001_00_000_00;
			assign ctrl_post[12] = 10'b000_10_010_00;
			assign ctrl_post[13] = 10'b000_01_001_10;
			assign ctrl_post[14] = 10'b000_00_100_01;
			assign ctrl_queue[15] = 4'b1_1_10;
			assign ctrl_queue[16] = 4'b1_1_01;
			assign ctrl_queue[12] = 4'b1_0_00;
			assign reset_pre = (state == S_Reset);
			assign reset_memo = (state == S_Reset);
			assign reset_max = (state == S_Reset);
			assign reset_post = (state == S_Reset);
			assign reset_canny = (state == S_Reset);
			assign reset_queue = (state == S_Reset);
			assign ctrl_preO = (state == 0) ? ctrl_pre[0]
									: (state == 1) ? ctrl_pre[1]
									: (state == 2) ? ctrl_pre[2]
									: (state == 3) ? ctrl_pre[3]
									: (state == 4) ? ctrl_pre[0]
									: (state == 5) ? ctrl_pre[1]
									: (state == 6) ? ctrl_pre[2]
									: (state == 7) ? ctrl_pre[3]
										: (state == 8) ? ctrl_pre_post[8]
										: (state == 9) ? ctrl_pre_post[9]
										: (state == 10) ? ctrl_pre_post[10]
										: (state == 11) ? ctrl_pre_post[11]
										: (state == 12) ? ctrl_pre_post[12]
										: (state == 13) ? ctrl_pre_post[13]
										: (state == 14) ? ctrl_pre_post[14]
									: {msb_ctrl_pre+1{1'bz}};
			assign ctrl_memoO = (state == 0) ? ctrl_memo[4]
										: (state == 1) ? ctrl_memo[5]
										: (state == 2) ? ctrl_memo[2]
										: (state == 3) ? ctrl_memo[3]
										: (state == 4) ? ctrl_memo[4]
										: (state == 5) ? ctrl_memo[5]
										: (state == 6) ? ctrl_memo[2]
										: (state == 7) ? ctrl_memo[3]
											: (state == 14) ? ctrl_memo_post_S14
										: {msb_ctrl_memo+1{1'bz}};
			assign ctrl_maxO = (state == 0) ? ctrl_max[4]
									: (state == 1) ? ctrl_max[5]
									: (state == 2) ? ctrl_max[6]
									: (state == 3) ? ctrl_max[7]
									: (state == 4) ? ctrl_max[4]
									: (state == 5) ? ctrl_max[5]
									: (state == 6) ? ctrl_max[6]
									: (state == 7) ? ctrl_max[7]
									: {msb_ctrl_max+1{1'bz}};
			assign ctrl_postO[msb_ctrl_post:1] = (state == 8) ? {ctrl_post[8]}
									: (state == 9) ? {ctrl_post[9]}
									: (state == 10) ? {ctrl_post[10]}
									: (state == 11) ? {ctrl_post[11]}
									: (state == 12) ? {ctrl_post[12]}
									: (state == 13) ? {ctrl_post[13]}
									: (state == 14) ? {ctrl_post[14]}
									: {msb_ctrl_post+1{1'bz}};
									assign ctrl_postO[0] = we_memo_post;
			assign ctrl_queueO[msb_ctrl_queue:0] = (state == 15) ? ctrl_queue[15]
												: (state == 16) ? ctrl_queue[16]
												: (state == 12) ? ctrl_queue[12]
												: {1'b0, {msb_ctrl_queue{1'bz}} };
			assign inc_address = (((state == S7) | (state == S3)) & eq_179)	|  (state == S13 & j_gt_1000 & queue_empty);
			assign post_switch = ((state == S7) | (state == S3) & eq_179 & end_point);
			always @(state, end_point) begin
						if(end_point & ((state == S7) | (state == S3))) next_state = S15;
						else	begin case(state)
									S_Reset: next_state = S0;
									S0: next_state = S1;
									S1: next_state = S2;
									S2: next_state = S3;
									S3: next_state = S4;  
									S4: next_state = S5;
									S5: next_state = S6;
									S6: next_state = S7;
									S7: next_state = S0;
									S8: next_state = S9;
									S9: next_state = S10;
									S10: next_state = S11;
									S11: next_state = S12;
									S12: next_state = S13;
									S13: begin if(j_gt_1000 & queue_empty) next_state = S0;
													else next_state = S14;
											end
									S14: begin 	if(j_gt_1000) begin
														if(queue_empty == 1'b0) next_state = S8;
														else next_state = S0;
												end else next_state = S13;
										  end
									S15: next_state = S16;
									S16: next_state = S8;
									default: next_state = S_Reset;
						            endcase
						end
			end
			always @(negedge clk) begin
						if(reset) state = S_Reset;
						else state <= next_state;
			end
			always @(posedge clk) begin
					if(state == 14) we_memo_post = 1;
					else we_memo_post = 0;
			end
endmodule
==> flow/run.sh <==
#!/bin/bash
# OpenROAD 26Q1-2900-gdf79404cd8, Yosys 0.63+post, stock flow scripts
make -C /OpenROAD-flow-scripts/flow DESIGN_CONFIG=/design/flow/config.mk WORK_HOME=/design/flow/orfs finish
==> flow/config.mk <==
export PLATFORM = sky130hd
export DESIGN_NAME = controller
export DESIGN_NICKNAME = controller
export VERILOG_FILES = /design/flow/design.v
export SDC_FILE = /design/flow/constraint.sdc
export NUM_CORES = 4
export LEC_CHECK = 1
export CORE_AREA = 10 10 85 85
export DIE_AREA = 0 0 95 95
==> flow/constraint.sdc <==
current_design controller

set clk_period 2.0
set clk_io_pct 0.2

create_clock -name clk0 -period $clk_period [get_ports {clk}]

set non_clock_inputs [all_inputs -no_clocks]
set_input_delay [expr $clk_period * $clk_io_pct] -clock clk0 $non_clock_inputs
set_output_delay [expr $clk_period * $clk_io_pct] -clock clk0 [all_outputs]
==> flow_summary_export.csv <==
group,metric,value,unit
outcome,status,"finished, violations left",
outcome,violations,"negative setup slack",
power_and_ir_drop,irDropWorstVdd,1.21,mV
logic_synthesis,ys.flops,6,
logic_synthesis,avgSynthCellArea,6.46,um2
logic_synthesis,synthArstFlopShare,0,%
clocking,cts_tree,"yes",
job,warnings,33,
sta,hold_violations,0,
logic_synthesis,syn-instance-count,161,
grt,grt_pass1_wl,9230,um
min_path,holdCritPathClass,"reg -> reg",
logic_synthesis,synth.cell_area,1040,um2
worst_setup_path,worstPathMaxFanout,6,
routing,ant_nets,0,
floorplan,fp.coreArea,5470,um2
place,numPortBuffers,91,
logic_synthesis,edf_count,0,
grt,antenna_found_initial,0,
floorplan,die_x,95,um
sta,fin_tns_setup,-69.27,ns
grt,grt_max_degree,9,
clocking,htreeDepth,1,
floorplan,dieArea,9030,um2
sta,fin_skew,0.0763,ns
clocking,clk_pin_slew,0.05,ns
routing,wire_per_inst,17.0,um
layout,drive_gt1_share,84.1,%
routing,first_iter_violations,72,
power_and_ir_drop,leakage,1.58,nW
logic_synthesis,ys_seq_share,11.6,%
grt,grt_use_total,12.5,%
worst_setup_path,startpoint_type,"flip-flop",
clocking,clock-root-buffer,"clkbuf_8",
layout,final_common_cell,"buf_6",
floorplan,fp-utilization,19.0,%
grt,grt_pass1_vias,1777,
sta,rsz0062_at_grt,"yes",
logic_synthesis,ys.flop_type,"dfxtp_1",
logic_synthesis,ys_cells,161,
job,drv_cap,0,
clocking,clockBufferDepth,2,
sta,setup_viol,90,
place,dp_hpwl,3500,um
floorplan,fp-row-count,27,
logic_synthesis,synth.distinct_cells,34,
floorplan,io_pins,94,
routing,drcViolationCount,0,
logic_synthesis,yosys_area,1040,um2
routing,drtPass1Iterations,4,
routing,viasPerCell,4.45,
worst_setup_path,required,1.60,ns
routing,drt-total-wl,6770,um
grt,overflow,0,
sta,setup_slack,-0.971,ns
routing,vias,1774,
place,gp_congestion,0.822,
layout,lay_top_cells,"buf_6 (117), buf_4 (38), buf_2 (35)",
clocking,cts_buffers,3,
clocking,ctsHoldBuffers,0,
worst_setup_path,cp.arrival,2.57,ns
clocking,clock_latency,0.30,ns
clocking,cts.sinks,6,
layout,area_growth_syn_to_layout,212,%
place,pre_cts_ws,-1.06,ns
sta,drv_slew,0,
routing,n_antenna_cell,0,
worst_setup_path,end_kind,"primary output",
floorplan,die_h,95,um
power_and_ir_drop,power.density,1460,nW/um2
worst_setup_path,critPathKind,"reg -> out",
logic_synthesis,yosys_warnings,7,
-- Yosys cell counts, drive strengths merged, types with 2 or more instances --
library cell  count  area [um2]
a21oi            10        50.1
and2              2        12.5
buf              50         367
clkbuf            8        30.0
dfxtp             6         120
inv               3        11.3
nand2             7        26.3
nand2b            5        31.3
nand3             3        15.0
nor2             25        93.8
nor2b             2        12.5
nor3              8        40.0
o211ai            2        15.0
o21ai             8        40.0
o21bai            2        15.0
or2               2        12.5
or3               4        25.0
-- worst paths after layout --
kind | from | end | slack (ns) | cells past startpoint
worst max register to register | state[2]$_SDFF_NP1_ | we_memo_post$_DFF_P_ | -0.26 | 7
worst max-delay path | state[3]$_SDFF_NP1_ | ctrl_preO[8] | -0.97 | 6
worst min register to register | state[4]$_SDFF_NP1_ | state[1]$_SDFF_NP1_ | 0.80 | 3
worst min-delay path | state[4]$_SDFF_NP1_ | state[1]$_SDFF_NP1_ | 0.80 | 3
-- metal layers --
metal	routed length, um	GRT usage [%]	vias to the layer above
li1	-	-	830
met1	2770	15.6	843
met2	3090	19.9	97
met3	840	5.05	4
met4	65	2.87	0
met5	0	0	-
-- final cells by class --
cell class / instances / area (um2)
Sequential cell: 6 / 139
Multi-Input combinational cell: 95 / 893
Timing Repair Buffer: 215 / 2050
Clock buffer: 4 / 45.0
Inverter: 2 / 12.5
Fill cell: 421 / 2230
Clock inverter: 5 / 18.8
Tap cell: 72 / 90.1
-- worst max-delay path, stage by stage, from the launching register on --
cell and delay, ns:
dfxtp_4 0.39, inv_6 0.04, or3_4 0.37, buf_6 0.13, nor3_4 0.12, buf_4 0.14
buf_2 0.08
-- metrics by stage --
stage	power [mW]	hold WS [ns]	instances	util, %	instance area [um2]
after global placement	2.34	0.726	302	36.6	2000
after global routing	5.02	0.839	399	59.3	3250
final	4.74	0.802	399	59.3	3250
after CTS	3.91	0.714	382	53.1	2910
after floorplan	1.41	0.592	162	-	1250
after detailed placement	2.32	0.713	302	36.6	2000
-- sequential cells by signal (all words and copies together) (netlist names) --
| register | count |
|---|---|
| state | 5 |
| we_memo_post | 1 |
-- logic make-up after synthesis --
group,after synthesis,share of synthesized area (%)
AND-OR/OR-AND,30,19.4
XOR/XNOR,1,0.843
buffers and inverters,61,39.2
flip-flops,6,11.6
other,1,0.361
AND/OR/NAND/NOR,62,28.6
-- timing repair --
action                     CTS  global route
setup endpoints to repair   91            90
resized                    391            81
setup buffers               74            25
pin swaps                   35            31
-- where the power goes --
part | internal, mW | switching, mW | leakage (nW)
combinational | 2.49 | 1.70 | 1.48
clock | 0.153 | 0.0984 | 0.0494
sequential | 0.203 | 0.100 | 0.0503
total | 2.85 | 1.90 | 1.58
No activity file was given, so power comes from the tool's default toggle rates.
