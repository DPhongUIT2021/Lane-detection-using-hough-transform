<file path="./run.sh">
#!/bin/bash
# OpenROAD 26Q1-2900-gdf79404cd8, Yosys 0.63+post, stock flow scripts
make -C /OpenROAD-flow-scripts/flow DESIGN_CONFIG=/design/flow/config.mk WORK_HOME=/design/flow/orfs finish
</file>
<file path="./config.mk">
export PLATFORM = sky130hd
export DESIGN_NAME = image_canny
export DESIGN_NICKNAME = image_canny
export VERILOG_FILES = /design/flow/design.v
export SDC_FILE = /design/flow/constraint.sdc
export NUM_CORES = 4
export LEC_CHECK = 1
export CORE_UTILIZATION = 30
</file>
<file path="./constraint.sdc">
current_design image_canny

set clk_period 3.2
set clk_io_pct 0.2

create_clock -name clk0 -period $clk_period [get_ports {clk}]

set non_clock_inputs [all_inputs -no_clocks]
set_input_delay [expr $clk_period * $clk_io_pct] -clock clk0 $non_clock_inputs
set_output_delay [expr $clk_period * $clk_io_pct] -clock clk0 [all_outputs]
</file>
<file path="./design.v">
module image_canny(clk, x, y, reset, inc_address, end_point, cnt_xy);
			parameter msb_point_xy_canny = 59, n_end_point = 30, msb_cnt_xy = 7, msb_point = 15;
			input reset, inc_address, clk;
			output[msb_point:0] x, y;
			output end_point;
			output[msb_cnt_xy:0] cnt_xy;
			wire[msb_point:0] point_x[0:msb_point_xy_canny];
			wire[msb_point:0] point_y[0:msb_point_xy_canny];
			reg[msb_cnt_xy:0] cnt_xy;
			always @(negedge clk) begin
					if(reset) cnt_xy <= 8'b0;
					else if(inc_address) cnt_xy <= cnt_xy + 1;
			end
assign point_x[0]=16'h0000; assign point_y[0]=16'h3200;  
assign point_x[1]=16'h0320; assign point_y[1]=16'h2D00;  
assign point_x[2]=16'h0640; assign point_y[2]=16'h2800;  
assign point_x[3]=16'h0960; assign point_y[3]=16'h2300;  
assign point_x[4]=16'h0C80; assign point_y[4]=16'h1E00;  
assign point_x[5]=16'h0FA0; assign point_y[5]=16'h1900;  
assign point_x[6]=16'h12C0; assign point_y[6]=16'h1400;  
assign point_x[7]=16'h15E0; assign point_y[7]=16'h0F00;  
assign point_x[8]=16'h1900; assign point_y[8]=16'h0A00;  
assign point_x[9]=16'h1C20; assign point_y[9]=16'h0500;  
assign point_x[10]=16'h0000; assign point_y[10]=16'h1F40;  
assign point_x[11]=16'h01E0; assign point_y[11]=16'h1C20;  
assign point_x[12]=16'h03C0; assign point_y[12]=16'h1900;  
assign point_x[13]=16'h05A0; assign point_y[13]=16'h15E0;  
assign point_x[14]=16'h0780; assign point_y[14]=16'h12C0;  
assign point_x[15]=16'h0960; assign point_y[15]=16'h0FA0;  
assign point_x[16]=16'h0B40; assign point_y[16]=16'h0C80;  
assign point_x[17]=16'h0D20; assign point_y[17]=16'h0960;  
assign point_x[18]=16'h0F00; assign point_y[18]=16'h0640;  
assign point_x[19]=16'h10E0; assign point_y[19]=16'h0320;  
assign point_x[20]=16'h2B40;  assign point_y[20]=16'h0120;  
assign point_x[21]=16'h3870;  assign point_y[21]=16'h3AE0;  
assign point_x[22]=16'h0590;  assign point_y[22]=16'h02E0;  
assign point_x[23]=16'h0270;  assign point_y[23]=16'h1BA0;  
assign point_x[24]=16'h30F0;  assign point_y[24]=16'h0C30;  
assign point_x[25]=16'h06A0;  assign point_y[25]=16'h3560;  
assign point_x[26]=16'h10E0;  assign point_y[26]=16'h1540;  
assign point_x[27]=16'h0F60;  assign point_y[27]=16'h24C0;  
assign point_x[28]=16'h1850;  assign point_y[28]=16'h37D0;  
assign point_x[29]=16'h2D10;  assign point_y[29]=16'h25E0;  
assign point_x[30]=16'h0000; assign point_y[30]=16'h1F40;  
assign point_x[31]=16'h01E0; assign point_y[31]=16'h1C20;  
assign point_x[32]=16'h03C0; assign point_y[32]=16'h1900;  
assign point_x[33]=16'h05A0; assign point_y[33]=16'h15E0;  
assign point_x[34]=16'h0780; assign point_y[34]=16'h12C0;  
assign point_x[35]=16'h0960; assign point_y[35]=16'h0FA0;  
assign point_x[36]=16'h0B40; assign point_y[36]=16'h0C80;  
assign point_x[37]=16'h0D20; assign point_y[37]=16'h0960;  
assign point_x[38]=16'h0F00; assign point_y[38]=16'h0640;  
assign point_x[39]=16'h10E0; assign point_y[39]=16'h0320;  
assign point_x[40]=16'h0000; assign point_y[40]=16'h0640;  
assign point_x[41]=16'h0640; assign point_y[41]=16'h0AA0;  
assign point_x[42]=16'h0C80; assign point_y[42]=16'h0F00;  
assign point_x[43]=16'h12C0; assign point_y[43]=16'h1360;  
assign point_x[44]=16'h1900; assign point_y[44]=16'h17C0;  
assign point_x[45]=16'h1F40; assign point_y[45]=16'h1C20;  
assign point_x[46]=16'h2580; assign point_y[46]=16'h2080;  
assign point_x[47]=16'h2BC0; assign point_y[47]=16'h24E0;  
assign point_x[48]=16'h3200; assign point_y[48]=16'h2940;  
assign point_x[49]=16'h3840; assign point_y[49]=16'h2DA0;  
assign point_x[50]=16'h1CE0;  assign point_y[50]=16'h0FD0;  
assign point_x[51]=16'h2E60;  assign point_y[51]=16'h0C60;  
assign point_x[52]=16'h0630;  assign point_y[52]=16'h2240;  
assign point_x[53]=16'h3730;  assign point_y[53]=16'h1750;  
assign point_x[54]=16'h0E10;  assign point_y[54]=16'h2B00;  
assign point_x[55]=16'h2240;  assign point_y[55]=16'h29A0;  
assign point_x[56]=16'h3DB0;  assign point_y[56]=16'h3460;  
assign point_x[57]=16'h02E0;  assign point_y[57]=16'h0A90;  
assign point_x[58]=16'h3C70;  assign point_y[58]=16'h2550;  
assign point_x[59]=16'h39D0;  assign point_y[59]=16'h08E0;  
			assign x = point_x[cnt_xy];
			assign y = point_y[cnt_xy];
			assign end_point = (cnt_xy == n_end_point) ? 1 : 0;
endmodule
</file>
==> summary.txt <==
Quick summary of the implementation run below.

The overall power is 0.00117 W. The global route total overflow is 0. The total leakage power came out at ~2.7 nW. The sequential fraction of design power is 9.5%. The post-detailed-route DRC marker count came out at 0. Looking at the max-slew report, the worst-margin pin has a slew of 0.911 ns. The overall chip area came out at 0.00921 mm^2. The worst slack at placement came out at -1.85 ns. In the routed layout, each cell is associated on average with a via count of 7.10. The largest individual stage delay along the critical path comes from the cell dfxtp_4. The startpoint identified for the worst hold timing path is cnt_xy[7]. The quantity of I/O buffers inserted on ports is 31. Post-synth the commonest register cell is dfxtp_1. The CTS log lists the clock sinks for this run as 8. The worst path buffer plus inverter count is 6. The width of the chip is approximately 96 um. The fraction of final layout cells sized beyond drive strength 1 came out at about 60%. The worst-case vdd ir drop came out at 0.582 mV. The average routed wire per standard cell is ~33 um. The via count of the first global-routing pass is 5,255. In this run the number of H-tree levels came out at 1.

The number of synthesized register bits came out at 8. TritonCTS built the clock tree. The global placer's final weighted congestion is 1.03.

The endpoint required time on the critical path is 2.56 ns. The maximum number of pins on one net before global-route repair came out at 18. The HPWL after detailed placement came out at approximately 14,000 um.

The synthesized instance count is 443. Setup repair after global routing could not meet its margin everywhere. The internal cell power is 0.000557 W. Headroom to the max-slew limit came out at 38.6%. The final hold violation count recorded for this run is 0.

The floorplan utilization is 31.6%. The worst hold slack is 0.802 ns. The number of violations of the max-capacitance limit came out at 0. The total of warnings raised by yosys is 1.

The fraction of registers with async set or reset after synthesis came out at 0%. The total CTS buffers came out at 3. The setup slack after layout came out at -2.37 ns.

The area growth from synthesis to layout is 129%. The longest individual stage delay on the worst path came out at between 0.5 and 0.6 ns. The area of the core came out at 0.00838 mm^2. The worst setup path is launched from a register. The worst reg2reg path startpoint is cnt_xy[2]. The setup-violating endpoint count in the final report came out at 32.

The clock root buffer master is clkbuf_8. The area figure in the yosys stat output is 0.00265 mm^2. The worst clock skew is 0.146 ns.

The switching share of power came out at approximately 52%. The aggregate routed wire length came out at 27,600 um. The post-synthesis cell type count is between 60 and 70. The count of standard-cell rows is 33.

Before any placement, the netlist area is recorded as ~0.0026 mm^2. The top fanout value on the critical path is 6. Per STA, the worst path accumulates the most delay in the family buffers and inverters. The post-synthesis sequential area ratio is 6.05%. The iteration tally of the first detailed-router pass came out at 42. The first-pass GRT wire length came out at 33,400 um. In the setup report, the worst path falls into the class reg2out.

The total routing usage reported by global routing is 53.4%. The flow ran to the end, but the final reports show violations. The post-synthesis cell count from yosys is 443.

Ranked by flip-flop count, first place goes to cnt_xy. The final count of pins violating max slew is 0. The final reports fail on negative setup slack.

The worst setup path is captured at an output port. The synthesized area divided by synthesized cell count is 5.98 um^2. The number of logged tool warnings is 39.

The worst hold-check path type is reg2reg. The hold buffer count at CTS is 0. The number of antenna violations at the first check in global routing is 2. The number of ports placed on the die boundary is between 40 and 50. The violation tally from detailed-route iteration zero came out at 1,068. The power density over the cells is 193 mW/mm^2. The switching component of the power came out at 0.000613 W. The flip-flop count of the largest register after layout came out at 8. Per the detail_route report, the via count comes to 5,944.

Looking at the clock tree report, the maximum root-to-sink buffer count equals 2. The later pin in the worst-skew pair is clocked with a latency of 0.48 ns. The residual antenna-violating net count after detailed routing came out at 0. For reference, the critical path cell chain is inv_4, ha_4, buf_6, buf_8, buf_12, a21oi_1, nor2_1, nor2_1, a311oi_1, nor4_1, buf_4, nand4b_1, buf_2. In this design, the critical path's most frequently occurring cell is nor2_1. The vertical die dimension came out at 96.0 um. The combinational group share of total power is 61.4%. For reference, the clock transition at the flip-flops on the worst setup and hold paths is 0.24 ns. The most critical setup path has its startpoint at cnt_xy[0]. The count of library flops with an enable pin came out at 0.

For the worst setup path, the data arrival time is 4.93 ns. The clock group share of total power is 29.1%. In the final layout, the registers with the most flip-flops are cnt_xy x8.
==> logic make-up after synthesis <==
| group | after synthesis | synth area share (%) |
|---|---|---|
| compound gates | 141 | 34.2 |
| buf+inv | 64 | 12.2 |
| simple gates | 215 | 41.9 |
| other cells | 1 | 0.142 |
| flops | 8 | 6.05 |
| fa+ha+maj | 4 | 1.89 |
| xor+xnor | 5 | 1.65 |
| mux | 5 | 1.89 |
==> layout make-up <==
| class | count | area [um^2] |
|---|---|---|
| Clock buffer | 3 | 41.3 |
| Timing Repair Buffer | 317 | 2710 |
| Fill cell | 534 | 2320 |
| Inverter | 10 | 42.5 |
| Antenna cell | 4 | 10.0 |
| Sequential cell | 8 | 185 |
| Clock inverter | 8 | 30.0 |
| Tap cell | 105 | 131 |
| Multi-Input combinational cell | 382 | 2910 |
==> repair_timing <==
item / 4_1_cts / 5_1_grt
hold endpoints to repair: 0 / 0
endpoints found under the setup margin: 32 / 36
pin swaps: 54 / 51
resized: 218 / 84
cloned: 0 / 0
setup buffers: 76 / 28
==> Yosys cell counts (2+ instances only) <==
cell type / n / area share (%)
o31ai_1: 4 / 1.1
inv_1: 11 / 1.6
a21boi_0: 2 / 0.57
o32ai_1: 6 / 2.0
buf_2: 18 / 3.4
buf_4: 14 / 4.0
o32a_1: 3 / 1.1
xnor2_1: 4 / 1.3
buf_1: 8 / 1.1
o21ai_0: 29 / 5.5
a311oi_1: 3 / 0.99
o211ai_1: 3 / 0.85
nor2_1: 57 / 8.1
nand4_1: 9 / 2.1
a22oi_1: 2 / 0.57
mux2i_1: 5 / 1.9
o21a_1: 2 / 0.57
a21oi_1: 44 / 8.3
clkbuf_1: 12 / 1.7
nand2b_1: 18 / 4.3
nor4b_1: 2 / 0.66
nor3_1: 16 / 3.0
a211oi_1: 7 / 2.0
or3_1: 7 / 1.7
nor3b_1: 3 / 0.85
and3_1: 3 / 0.71
dfxtp_1: 8 / 6.0
o22a_1: 2 / 0.66
or4_1: 2 / 0.57
a2bb2oi_1: 2 / 0.66
ha_1: 4 / 1.9
and4_1: 2 / 0.66
o22ai_1: 7 / 1.7
nand4b_1: 4 / 1.3
nand3_1: 10 / 1.9
nor2b_1: 12 / 2.8
or3b_2: 2 / 0.66
a32oi_1: 2 / 0.66
nand3b_1: 8 / 2.3
a31oi_1: 8 / 1.9
nand2_1: 46 / 6.5
or2_2: 2 / 0.47
nor4_1: 7 / 1.7
o21bai_1: 3 / 0.85
==> layer usage <==
| metal | GRT usage [%] | share of wire [%] | up-vias |
|---|---|---|---|
| met3 | 31.1 | 19 | 320 |
| met2 | 73.5 | 36 | 701 |
| met5 | 16.1 | 0.83 | - |
| met4 | 35.8 | 12 | 10 |
| met1 | 60.7 | 32 | 2717 |
| li1 | - | - | 2196 |
==> final timing paths <==
check | end | slack, ns | cells after the start
max reg2reg | cnt_xy[6] | 0.35 | 9
min | cnt_xy[7] | 0.80 | 5
max | y[9] | -2.37 | 13
min reg2reg | cnt_xy[7] | 0.80 | 5
==> tightest hold or removal path, cell delays in order (launching register included) <==
cell and delay, ns:
dfxtp_2 0.33, buf_6 0.09, buf_6 0.08, buf_4 0.09, xnor2_1 0.11, nor2_1 0.05
==> through the flow <==
step | TNS (ns) | instance area, um^2 | utilization, % | std cells
after floorplan | -14.61 | 2970 | - | 454
after global placement | -33.75 | 4620 | 55.1 | 747
after detailed placement | -33.76 | 4620 | 55.1 | 747
after CTS | -32.20 | 5740 | 68.5 | 827
after global routing | -42.65 | 6050 | 72.2 | 835
final | -43.74 | 6060 | 72.3 | 837
==> layout by cell type (no fill, tap or decap), types with 4 or more instances in the layout <==
master      n
nand2b_4    8
nand2_2     4
nor2_2      7
buf_4     217
nor4_1      4
nand4_1     9
conb_1     12
buf_2      17
ha_4        4
inv_1      15
nor2_1     45
o21ai_0    16
a31oi_1     7
nand4b_1    4
clkbuf_2    4
a21oi_2     8
buf_8       5
nand3b_1    8
dfxtp_4     6
mux2i_1     5
nor3_2      7
nor3_1      6
buf_6      63
o22ai_1     5
nand2b_1   10
a211oi_2    4
buf_12      8
nand3_1     7
nor2b_1    11
o21ai_1     9
or3_4       4
a21oi_1    34
nand2_1    41
nor2_4      5
diode_2     4
==> power by group through the flow <==
stage     Sequential [W]  Combinational, W  Clock [W]
4_1_cts         0.000107          0.000566   0.000171
5_1_grt         0.000111          0.000725   0.000325
6_report        0.000111          0.000719   0.000340
Power and IR drop assume default switching activity.
